==> design.v <==
`timescale 1ns / 1ps
module alu_bottom(
               src1,        
               src2,        
               less,        
               equal,       
               A_invert,    
               B_invert,    
               cin,         
               operation,   
               comp,        
               result,      
               cout,        
               overflow,    
               cmp_result,  
               equal_out,   
               );
input         src1;
input         src2;
input         less;
input         equal;
input         A_invert;
input         B_invert;
input         cin;
input [2-1:0] operation;
input [3-1:0] comp;
output        result;
output        overflow;
output        cout;
output        cmp_result;
output        equal_out;
reg           result;
reg           cout, overflow;
wire real_A, real_B;
assign real_A = src1 ^ A_invert;  
assign real_B = src2 ^ B_invert;  
reg less_reg;
compare COMP(
  .less(less_reg),
  .equal(equal),
  .comp(comp),
  .cmp_result(cmp_result)
);
always@( * )
begin
  case (operation)
    0: result = real_A & real_B;
    1: result = real_A | real_B;
    2: result = real_A ^ real_B ^ cin;
    3: result = less;
  endcase
  cout = real_A & real_B | (real_A | real_B) & cin;
  less_reg = ~(src1 ^ src2) & ~cin | (src1 & ~src2);
  overflow = ~(real_A ^ real_B) & (real_A ^ result) & (operation[1] & ~operation[0]);
end
assign equal_out = ~(src1 ^ src2);  
endmodule
`timescale 1ns / 1ps
module compare(
               less,        
               equal,       
               comp,        
               cmp_result,  
               );
input       less;
input       equal;
input [2:0] comp;
output      cmp_result;
reg cmp_result;
always @ ( * ) begin
  case (comp)
    3'b000:  
      cmp_result = less;
    3'b001:  
      cmp_result = ~(less | equal);
    3'b010:  
      cmp_result = less | equal;
    3'b011:  
      cmp_result = ~less;
    3'b110:  
      cmp_result = equal;
    3'b100:  
      cmp_result = ~equal;
    default: cmp_result = less;  
  endcase
end
endmodule
==> run.sh <==
#!/bin/bash
# OpenROAD 26Q1-2900-gdf79404cd8, Yosys 0.63+post, stock flow scripts
make -C /OpenROAD-flow-scripts/flow DESIGN_CONFIG=/design/flow/config.mk WORK_HOME=/design/flow/orfs finish
==> config.mk <==
export PLATFORM = sky130hd
export DESIGN_NAME = alu_bottom
export DESIGN_NICKNAME = alu_bottom
export VERILOG_FILES = /design/flow/design.v
export SDC_FILE = /design/flow/constraint.sdc
export NUM_CORES = 4
export LEC_CHECK = 1
export CORE_AREA = 10 10 70 70
export DIE_AREA = 0 0 80 80
==> constraint.sdc <==
current_design alu_bottom

set clk_period 2.9
set clk_io_pct 0.2

create_clock -name clk0 -period $clk_period

set non_clock_inputs [all_inputs -no_clocks]
set_input_delay [expr $clk_period * $clk_io_pct] -clock clk0 $non_clock_inputs
set_output_delay [expr $clk_period * $clk_io_pct] -clock clk0 [all_outputs]
==> impl_metrics.tcl <==
# implementation run metrics
set metrics [dict create \
    status "completed" \
    vdd.ir_drop.worst_mv 0.0620 \
    grt_busiest_layer "met1" \
    path_max_fanout 2 \
    yosys.area_share.adder_pct 27.4 \
    yosys_area_sq_um 210 \
    core-area_sq_mm 0.00342 \
    crit_path_end_kind "output pin" \
    total_wire_length_after_detailed_routing_microns 730 \
    share_of_synthesized_cell_area_in_and_or_nand_and_nor_gates_pct 20.8 \
    post_drt_wl_per_cell_microns 7.85 \
    drv_cap 0 \
    grt_start_max_net_pins 5 \
    gp_routability_congestion 0.734 \
    die-width_microns 80 \
    route.vias.total 248 \
    fp.dieArea_sq_mm 0.00640 \
    flop-count 0 \
    share_clk_of_total_power_pct 0 \
    sequential_power_share_pct 0 \
    syn_area_sq_um 210 \
    slew_headroom_pct 82.5 \
    timing_max_transition_violations_final 0 \
    yosysSeqAreaShare_pct 0 \
    global_route.overflow_total 0 \
    timing_worst_setup_path_type "in2out" \
    muxShareOfSynthArea_pct 15.5 \
    synthCells 23 \
    layout_min_cycle_time_ps 2810 \
    global_route.usage.met1_pct 3.00 \
    fp_util_pct 6.15 \
    synth.avg_cell_area_sq_um 9.14 \
    yosys-dominant-comb-family "adder cells" \
    grt_pass1_vias 282 \
    placementRows 21 \
    clock_buffers 0 \
    min_from "operation[0]" \
    p_sw_share_pct 34.4 \
    timing.fmax_mhz 355 \
    antenna_violations_before_repair 1 \
    crit_required_ps 2320 \
    synth_dominant_cell_count "sky130_fd_sc_hd__inv_1" \
    globalRouteTotalUtil_pct 2.30 \
    rsz0062_at_grt "false" \
    power-per-cell-area_mw_per_mm2 173 \
    dr.pass1.iters 2 \
    fin_setup_tns_ps 0 \
    min-delay-path-class "in2out" \
    ys_sh_aoi_pct 9.52 \
    power.leakage_nw 0.203 \
    netsw_uw 29.0 \
    remaining_drc_errors 0 \
    log.warning_count 33 \
    ios 17 \
    use_met3_pct 2.16 \
    fin_crit_sh_pct 97.0 \
    wire_length_of_the_first_global_routing_pass_microns 1200 \
    synth.top_cells.by_count "6 x sky130_fd_sc_hd__inv_1, 3 x sky130_fd_sc_hd__ha_1" \
    flop_area_sq_um 0 \
    drt.antenna.violating_nets 0 \
    overall_die_height_microns 80 \
    netlist.area_leader.share_pct 17.9 \
    detailedRoute.firstIterationViolations 1 \
    avgViaCountPerCell 2.67 \
    post_synth_num_cell_types 16 \
    p_int_uw 55.3 \
    fraction_of_layout_cells_with_a_size_suffix_above_1_pct 28.3 \
    yosys.area_share.xor_xnor_pct 16.1 \
    globalRouteMet2Util_pct 2.81 \
    count_of_final_setup_violators 0 \
    dpl.hpwl_microns 674 \
    synth_area_leader_cell "sky130_fd_sc_hd__ha_1" \
    worst_max_slew_pin_slew_ps 259 \
    post_synth_main_area_contributors "sky130_fd_sc_hd__ha_1 18%, sky130_fd_sc_hd__inv_1 11%, sky130_fd_sc_hd__mux4_2 11%" \
    portBuffers 17 \
    cp_slowest_stage_delay_ps 490 \
    critPathArrivalTime_ps 2230 \
    areaGrowthSynthToFinish_pct 132 \
    synthesis.yosys.warnings 2 \
    share_comb_of_total_power_pct 100.0 \
    synth_stat.cells 23 \
    timing.final.hold_violations 0 \
    worst_setup_path_start_kind "input port" \
    critical_path_s_slowest_cell "sky130_fd_sc_hd__fa_1" \
    crit_path_cells "dlygate4sd2_1 > xor2_2 > fa_1 > mux4_2 > dlygate4sd2_1" \
    cp-startpoint "B_invert" \
    finalPower_uw 84.2 \
    critPathMostFrequentCell "sky130_fd_sc_hd__dlygate4sd2_1" \
]
==> logic make-up after synthesis <==
logic type      count (synthesis)
compound gates                  3
xor+xnor                        3
fa+ha+maj                       4
buf+inv                         6
mux                             2
simple gates                    5
==> through the flow <==
stage	hold slack (ps)	instance area, sq um	std cells	worst slack [ps]	utilization [%]
after floorplan	1170	210	23	610	-
after global routing	1870	487	93	19.5	14.2
after global placement	2120	468	90	-446	13.7
after detailed placement	2140	468	90	-388	13.7
after CTS	1970	484	92	54.4	14.2
final	1830	487	93	86.6	14.2
==> layout make-up <==
| class | instances | area, sq um |
|---|---|---|
| multi-input combinational | 17 | 199 |
| fill | 398 | 2930 |
| inverter | 6 | 22.5 |
| antenna | 1 | 2.50 |
| timing repair buffer | 23 | 205 |
| tap | 46 | 57.6 |
==> power by group through the flow <==
stage	Sequential, mW	Combinational, mW	Clock (mW)
final	0	0.0842	0.0000000461
after global routing	0	0.0952	0.0000000461
after CTS	0	0.0843	0
==> critical path: cells and delay by family <==
kind,cells,cell delay (ps)
XOR/XNOR,1,190
multiplexers,1,450
adder cells (fa/ha/maj),1,490
buffers and inverters,2,520
==> placed cells by master, fill, tap and decap left out, drive strengths merged, types with 2 or more instances in the layout <==
master / synthesis / routed
ha: 3 / 3
buf: 0 / 7
xor2: 2 / 2
inv: 6 / 6
nor4b: 2 / 2
clkdlybuf4s50: 0 / 10
dlygate4sd2: 0 / 5
==> final timing paths <==
kind	slack [ps]	depth (start not counted)	end
setup / recovery	90	5	result
hold / removal	1830	3	overflow
==> per-layer routing <==
| layer | vias up | routed length (microns) |
|---|---|---|
| met5 | - | 0 |
| met4 | 0 | 0 |
| met3 | 0 | 172 |
| met2 | 16 | 188 |
| met1 | 104 | 369 |
| li1 | 128 | - |
==> timing repair <==
item	in CTS	in global routing
setup buffers	2	0
endpoints found under the setup margin	3	2
hold buffers	0	0
pin swaps	3	3
hold endpoints to repair	0	0
gates resized	10	4
Power is estimated from default activity; no workload was simulated.
